File: design/flow/constraint.sdc
current_design VGADriver

set clk_period 2.3
set clk_io_pct 0.2

create_clock -name clk0 -period $clk_period [get_ports {clk}]

set non_clock_inputs [all_inputs -no_clocks]
set_input_delay [expr $clk_period * $clk_io_pct] -clock clk0 $non_clock_inputs
set_output_delay [expr $clk_period * $clk_io_pct] -clock clk0 [all_outputs]
File: design/flow/run.sh
#!/bin/bash
# OpenROAD 26Q1-2900-gdf79404cd8, Yosys 0.63+post, stock flow scripts
make -C /OpenROAD-flow-scripts/flow DESIGN_CONFIG=/design/flow/config.mk WORK_HOME=/design/flow/orfs finish
File: design/flow/config.mk
export PLATFORM = sky130hd
export DESIGN_NAME = VGADriver
export DESIGN_NICKNAME = VGADriver
export VERILOG_FILES = /design/flow/design.v
export SDC_FILE = /design/flow/constraint.sdc
export NUM_CORES = 4
export LEC_CHECK = 1
export CORE_UTILIZATION = 30
File: design/flow/design.v
module VGADriver (
    input wire clk,   
    input wire reset,
    input [7:0] red_in, 
    input [7:0] green_in, 
    input [7:0] blue_in,
    output [9:0] x,   
    output [9:0] y,   
    output vga_sync,
    output vga_clk,
    output vga_blank,
    output wire hsync,
    output wire vsync,
    output [7:0] vga_red, 
    output [7:0] vga_green, 
    output [7:0] vga_blue
);
	parameter H_ACTIVE	= 639; 
	parameter H_FRONT		= 15;	 
	parameter H_PULSE		= 95;	 
	parameter H_BACK		= 47;	 
	parameter V_ACTIVE	= 479; 
	parameter V_FRONT		= 9;	 
	parameter V_PULSE		= 1;	 
	parameter V_BACK		= 32;	 
    reg hsync_reg, vsync_reg;
    reg [7:0] red_reg, green_reg, blue_reg;
    reg [9:0] h_counter, v_counter;
    reg [7:0] h_state, v_state;
    reg show;
    always @(posedge clk) begin
        if (reset)	begin
            h_counter <= 0; v_counter <= 0;
            h_state <= 8'd0; v_state <= 8'd0;
            show <= 1'b0;
            hsync_reg <= 1'b0;
            vsync_reg <= 1'b0;
            red_reg <= 0;
            green_reg <= 0;
            blue_reg <= 0;
        end
		  else	begin
            process_horizontal_state();
            process_vertical_state();
            assign_colors();
        end
    end
    task process_horizontal_state;
        case (h_state)
            8'd0: h_active();
            8'd1:  h_front();
            8'd2:  h_pulse();
            8'd3:   h_back();
        endcase
    endtask
    task process_vertical_state;
        if (show == 1'b1) begin
            case (v_state)
                8'd0: v_active();
                8'd1:  v_front();
                8'd2:  v_pulse();
                8'd3:   v_back();
            endcase
        end
    endtask
    task h_active;
        h_counter <= (h_counter == H_ACTIVE) ? 0 : h_counter + 1;
        hsync_reg <= 1'b1;
        h_state <= (h_counter == H_ACTIVE) ? 8'd1 : 8'd0;
    endtask
    task h_front;
        h_counter <= (h_counter == H_FRONT) ? 0 : h_counter + 1;
        hsync_reg <= 1'b1;
        h_state <= (h_counter == H_FRONT) ? 8'd2 : 8'd1;
    endtask
    task h_pulse;
        h_counter <= (h_counter == H_PULSE) ? 0 : h_counter + 1;
        hsync_reg <= 1'b0;
        h_state <= (h_counter == H_PULSE) ? 8'd3 : 8'd2;
    endtask
    task h_back;
        h_counter <= (h_counter == H_BACK) ? 0 : h_counter + 1;
        hsync_reg <= 1'b1;
        h_state <= (h_counter == H_BACK) ? 8'd0 : 8'd3;
        show <= (h_counter == (H_BACK - 1)) ? 1'b1 : 1'b0;
    endtask
    task v_active;
        v_counter <= (v_counter == V_ACTIVE) ? 0 : v_counter + 1;
        vsync_reg <= 1'b1;
        v_state <= (v_counter == V_ACTIVE) ? 8'd1 : 8'd0;
    endtask
    task v_front;
        v_counter <= (v_counter == V_FRONT) ? 0 : v_counter + 1;
        vsync_reg <= 1'b1;
        v_state <= (v_counter == V_FRONT) ? 8'd2 : 8'd1;
    endtask
    task v_pulse;
        v_counter <= (v_counter == V_PULSE) ? 0 : v_counter + 1;
        vsync_reg <= 1'b0;
        v_state <= (v_counter == V_PULSE) ? 8'd3 : 8'd2;
    endtask
    task v_back;
        v_counter <= (v_counter == V_BACK) ? 0 : v_counter + 1;
        vsync_reg <= 1'b1;
        v_state <= (v_counter == V_BACK) ? 8'd0 : 8'd3;
    endtask
    task assign_colors;
        if (h_state == 8'd0 && v_state == 8'd0) begin
            red_reg   <= red_in;
            green_reg <= green_in;
            blue_reg  <= blue_in;
        end else begin
            red_reg <= 0; green_reg <= 0; blue_reg <= 0;
        end
    endtask
    assign hsync = hsync_reg;
    assign vsync = vsync_reg;
    assign vga_red = red_reg;
    assign vga_green = green_reg;
    assign vga_blue = blue_reg;
    assign vga_clk = clk;
    assign vga_sync = 1'b0;
    assign vga_blank = hsync_reg && vsync_reg;
    assign x = (h_state == 8'd0) ? h_counter : 10'd0;
    assign y = (v_state == 8'd0) ? v_counter : 10'd0;
endmodule
==> metrics.yaml <==
run_status:
  status: "completed"
global_route:
  track_usage_pct: 13.6
  antenna_found_initial: 0
  grt_pass1_wl_um: 9420
  grt_overflow: 0
  grt_pass1_vias: 2008
  grt_start_max_net_pins: 25
power:
  p_leak_nw: 1.26
  power_mw: 1.86
  power.density_nw_per_um2: 538
  irDropWorstVdd_uv: 480
sta:
  skew_ns: 0.00529
  hold_viol: 0
  whs_ns: 0.474
  finalSetupViolations: 0
  timing.setup.tns_ns: 0
  drv_slew: 0
  rsz0062_at_grt: "false"
worst_setup_path:
  start_kind: "clock port"
  r2r_setup_slack_ns: 0.18
  worstSetupEndpointType: "primary output"
  r2r_start: "h_counter[6]"
  cp_max_fo: 2
  crit_type: "clock port to primary output"
  cp.required_ns: 1.84
  arrival_ns: 1.76
  regToRegEndpoint: "h_counter[1]"
  r2r_cells: 4
yosys:
  synth_top_area_share_pct: 44.2
  ys_area_sq_um: 2490
  synthArstFlopShare_pct: 0
  yosys_cells: 280
  syn_avg_cell_area_sq_um: 8.90
  synth_area_sq_um: 2490
  top_area_cell: "dfxtp_1"
  ys_seq_share_pct: 44.2
  yosys_warnings: 1
  ys_types: 45
  syn_inst: 280
  synth-main-ff-cell: "dfxtp_1"
  top_cells_by_area: "dfxtp_1 (44%), and2_1 (11%), nor2_1 (3.6%), xnor2_1 (3.2%), nand2_1 (2.7%)"
  ys_ff: 55
  synth-edff-count: 0
route:
  avgRoutedWirePerCell_um: 12.7
  via_per_inst: 4.89
  routed_wl_um: 5770
  dr.pass1.iters: 6
  drt_iter0_markers: 106
  dr_total_vias: 2221
  antenna_cells: 0
  drc: 0
  antenna_left: 0
place:
  gp_congestion: 0.827
  dpl-instance-area_sq_um: 3320
  place_hpwl_um: 4040
  io_buffers: 73
  placed_cells: 443
layout:
  area_delta_synth_final_pct: 39.1
  design_area_sq_um: 3470
  drive_gt1_share_pct: 7.67
  largestRegisters: "h_counter: 10 flops, v_counter: 10 flops"
  fin_cells: 454
  final_cell_mix: "clkdlybuf4s50_1 (73), dfxtp_1 (53), and2_1 (42), nor2_1 (24), nand2_1 (18)"
  mostFrequentLayoutCell: "clkdlybuf4s50_1"
die:
  chipArea_sq_um: 8680
  io_pins: 75
  die.size.y_um: 93.2
  num_rows: 32
  initial_utilization_pct: 31.6
  die_w_um: 93.2
  core_area_sq_um: 7890
hold_path:
  min_from: "hsync_reg"
  min_to: "hsync_reg"
  hold_class: "register to register"
  hold_depth: 2
clock_tree:
  path_clk_slew_ns: 0.10
  cts_tree: "built"
  clock_latency_ns: 0.41
flow_run:
  tool_warnings: 29
  maxCapViolations: 0
==> stage by stage <==
stage / utilization, % / setup slack, ns
after detailed placement: 42.1 / 0.201
final: 43.9 / 0.0769
after CTS: 43.9 / 0.0505
after floorplan: - / 0.327
after global routing: 43.9 / 0.0591
after global placement: 42.1 / 0.245
==> cell type report <==
type,count,area [sq um]
Fill cell,763,4420
Multi-Input combinational cell,198,1280
Inverter,8,30.0
Clock buffer,10,134
Timing Repair Buffer,79,773
Tap cell,102,128
Clock inverter,2,16.3
Sequential cell,55,1100
==> synth_stat cells, types with 2 or more instances <==
library cell	number
o41a_1	2
dfxtp_1	55
a41o_1	2
a41oi_1	3
nand4_1	10
ha_1	5
buf_4	2
a211oi_1	4
and3_1	5
inv_1	8
a221oi_1	2
nor2b_1	3
and4_1	3
nand2_1	18
a31o_2	2
o31ai_1	4
nor2_1	24
and2_1	42
xnor2_1	9
nor3_1	10
a21oi_1	8
clkbuf_1	16
or2_2	2
nor4_1	6
nor3b_1	2
nand3_1	8
xor2_1	7
==> worst max-delay path, cell delays in order <==
cell and delay, ns:
clkbuf_8 0.11, clkbuf_8 0.12, clkdlybuf4s50_1 0.39
==> cell families (layout without fill, tap and decap cells) <==
kind of cell / after synthesis / in the layout / share of synthesized area (%)
simple gates: 139 / 139 / 30.9
flops: 55 / 55 / 44.2
compound gates: 37 / 37 / 12.2
buf+inv: 27 / 99 / 4.42
xor+xnor: 16 / 16 / 5.62
fa+ha+maj: 5 / 5 / 2.51
other cells: 1 / 1 / 0.150
==> routing by layer <==
| layer | vias to the layer above | GRT usage, % | part of all wire, % |
|---|---|---|---|
| met4 | 0 | 2.05 | 1.4 |
| met1 | 1010 | 20.0 | 46 |
| met2 | 85 | 19.5 | 42 |
| met5 | - | 0 | 0 |
| met3 | 6 | 5.79 | 11 |
| li1 | 1120 | - | - |
==> power breakdown <==
part,internal (mW),switching [mW]
Combinational,0.103,0.0354
Sequential,0.980,0.0129
Clock,0.385,0.347
Total,1.47,0.396
==> worst max-delay path by stage <==
stage	start	endpoint	slack, ns
6_report	clk	vga_clk	0.08
5_1_grt	v_counter[5]	y[5]	0.06
4_1_cts	v_state[0]	y[5]	0.05
==> repair_timing <==
item / 4_1_cts / 5_1_grt
hold buffers: 0 / 0
setup endpoints to repair: 0 / 4
gates resized: 0 / 2
setup buffers: 0 / 0
No activity file was given, so power comes from the tool's default toggle rates.
