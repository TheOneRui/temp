==> design/flow/design.v <==
module AdderNBit #(
    parameter N = 4   
)(
    input  [N-1:0] a,
    input  [N-1:0] b,
    input          c_in,
    output [N-1:0] sum,
    output         c_out
);
wire [N-0:0] carry;      
assign carry[0] = c_in;   
assign c_out = carry[N];  
genvar i;   
generate
    for (i = 0; i < N; i = i + 1) begin : adder_loop  
        localparam j = i + 1;
        OneBitFullAdder adder (
            .a   (    a[i]),
            .b   (    b[i]),
            .c_in (carry[i]),
            .sum (  sum[i]),
            .c_out(carry[j])
        );
    end
endgenerate
endmodule
module NBitAdderSubtractor #(
    parameter N = 32   
)(
    input  [N-1:0] a,
    input  [N-1:0] b,
    input          c_in,
	 input          select,  
    output [N-1:0] sum,
    output         c_out
);
reg [N-1:0] TwosComplement;
always @(*) begin
	if (select) begin
		TwosComplement = ~b + 1'b1;
	end else begin
		TwosComplement = b;
	end
end
AdderNBit #(
	 .N  		(				N)  
) BigAdder (
	 .a		(					a),
	 .b		( TwosComplement),
	 .c_in	(				c_in),
	 .sum		(				 sum),
	 .c_out	(			  c_out)
);
endmodule
module OneBitFullAdder(
	input a,
	input b,
	input c_in,
	output sum,
	output c_out
);
	wire w1;
	wire w2;
	wire w3;
	xor(w1,a,b);
	xor(sum,w1,c_in);
	and(w2,w1,c_in);
	and(w3,a,b);
	or(c_out,w2,w3);
endmodule
==> design/flow/run.sh <==
#!/bin/bash
# OpenROAD 26Q1-2900-gdf79404cd8, Yosys 0.63+post, stock flow scripts
make -C /OpenROAD-flow-scripts/flow DESIGN_CONFIG=/design/flow/config.mk WORK_HOME=/design/flow/orfs finish
==> design/flow/config.mk <==
export PLATFORM = sky130hd
export DESIGN_NAME = NBitAdderSubtractor
export DESIGN_NICKNAME = NBitAdderSubtractor
export VERILOG_FILES = /design/flow/design.v
export SDC_FILE = /design/flow/constraint.sdc
export NUM_CORES = 4
export LEC_CHECK = 1
export CORE_UTILIZATION = 30
==> design/flow/constraint.sdc <==
current_design NBitAdderSubtractor

set clk_period 39.1
set clk_io_pct 0.2

create_clock -name clk0 -period $clk_period

set non_clock_inputs [all_inputs -no_clocks]
set_input_delay [expr $clk_period * $clk_io_pct] -clock clk0 $non_clock_inputs
set_output_delay [expr $clk_period * $clk_io_pct] -clock clk0 [all_outputs]
==> flow_summary.toml <==
# implementation run metrics
[floorplan]
die_w_um = 81.96
chip_area_sq_um = 6717
fp_util = 0.3165
core-area_sq_um = 6061
ios = 99
std_cell_rows = 28
die_y_um = 81.96

[critical_path]
start_kind = "primary input"
crit_slowest_cell = "clkdlybuf4s50_1"
path_max_fanout = 4
cp.required_ns = 31.28
critical_path_arrival_ns = 21.45
critical_path_class = "primary input to output port"
end_kind = "output port"
critPathTopFamily = "adder cells"
critical_path.max_stage_delay_ns = 0.60
crit_path_frequent_cell = "fa_1"
cp.buffers_inverters = 4

[logic_synthesis]
avgSynthCellArea_sq_um = 8.640
synthSimpleGateAreaFrac = 0.1220
synth.distinct_cells = 32
yosys_cells = 222
ys_sh_mux = 0.005219
synth.cellmix.compoundShare = 0.1292
synth.cell_area_sq_um = 1918
syn_inst = 222
synth_warnings = 1
ys_seq_frac = 0
yosys-stat-area_sq_um = 1918
xor_share = 0.1370
yosys.area_share.adder = 0.3405
synth.logic.top_family = "adder cells"

[placed_design]
numPortBuffers = 99
dp_cells = 361
hpwl_um = 3250
globalplace.congestion = 0.7485

[finish]
flop_area_sq_um = 0
num-clock-buffers = 0
layout-drive-gt1-share = 0.05245
area_growth_syn_to_layout_pct = 43.25
layoutNonFillerInstCount = 361
design.seq.count = 0

[final_timing]
finalHoldViolCount = 0
setup_viol = 0
final.min_clock_period_ns = 29.27
finalCritPeriodShare = 0.7485
rsz0062_at_grt = "false"
slew_headroom = 0.6968
slew_viol_final = 0
fmax_mhz = 34.17
tightest_slew_ns = 0.4507
fin_setup_tns_ns = 0

[clock_network]
ctsHoldBuffers = 0
cts_setup_buffers = 0
post_cts_resized = 0

[power]
power_switching_share = 0.3269
p_leak_nw = 1.227
p_comb_frac = 1.000
p_per_area_nw_per_um2 = 16.66
power_frac_clock = 0
cell_internal_pwr_uw = 30.82
p_sw_uw = 14.97
seq_power_share = 0
ir_worst_vdd_mv = 0.007930

[detailed_routing]
ant_nets = 0
routed_via_density = 4.263
first_pass_iters = 4
route.detailed.drc = 0
vias = 1539
drt_iter0_drc = 25
drt-total-wl_um = 3680
wl_per_cell_um = 10.19
antenna_cells_inserted = 0

[global_routing]
grt_pass1_wl_um = 6003
grt_antenna_before_repair = 0
grt_overflow = 0
grt_usage = 0.1147
grt_max_degree = 32
grt_pass1_vias = 1429

[min_path]
min_path_type = "primary input to output port"

[run]
cap_violations = 0
warnings = 32

[status]
outcome = "complete, no violations"
## metrics by stage
stage / setup WS (ns) / hold WS, ns / total power [mW] / utilization / instance area [sq um]
after floorplan: 10.88 / 15.75 / 0.02907 / - / 1918
after global placement: 9.817 / 16.69 / 0.04681 / 0.4533 / 2748
after detailed placement: 9.738 / 16.69 / 0.04652 / 0.4533 / 2748
after CTS: 9.733 / 16.70 / 0.04700 / 0.4533 / 2748
after global routing: 9.355 / 16.74 / 0.05274 / 0.4533 / 2748
final: 9.832 / 16.69 / 0.04578 / 0.4533 / 2748
## logic make-up after synthesis
logic type | Yosys count
adder cells (fa/ha/maj) | 33
buffers and inverters | 102
AND-OR/OR-AND | 26
multiplexers | 1
XOR/XNOR | 30
AND/OR/NAND/NOR | 30
## cell usage after synthesis
cell | n | area, sq um
nand4_1 | 1 | 6.260
nand4b_1 | 1 | 8.760
or4_1 | 1 | 7.510
nor2_1 | 5 | 18.77
inv_1 | 66 | 247.7
nor4_4 | 3 | 63.81
nor4_2 | 1 | 12.51
o21ai_0 | 6 | 30.03
mux2i_1 | 1 | 10.01
fa_1 | 32 | 640.6
nor2b_1 | 1 | 6.260
clkbuf_1 | 2 | 7.510
nor3_2 | 1 | 10.01
o41ai_1 | 1 | 8.760
buf_1 | 1 | 3.750
ha_1 | 1 | 12.51
buf_4 | 32 | 240.2
nand4_2 | 1 | 12.51
nor4_1 | 1 | 6.260
o41ai_4 | 2 | 55.05
nand3_2 | 2 | 20.02
or3_1 | 2 | 12.51
nand3_1 | 1 | 5.000
o41ai_2 | 3 | 48.80
xor2_1 | 28 | 245.2
xnor2_1 | 2 | 17.52
o31ai_1 | 14 | 105.1
nand3b_1 | 1 | 7.510
nand2_1 | 6 | 22.52
nor3b_1 | 1 | 7.510
nand2_2 | 1 | 6.260
buf_6 | 1 | 11.26
## area by class of cell
class | instances | area (sq um)
Fill cell | 589 | 3313
Multi-Input combinational cell | 120 | 1408
Timing Repair Buffer | 100 | 998.5
Inverter | 66 | 247.7
Tap cell | 75 | 93.84
## per-layer routing
| metal | GRT usage | wire [um] | up-vias | part of all wire |
|---|---|---|---|---|
| li1 | - | - | 777 | - |
| met2 | 0.1752 | 1567 | 64 | 0.43 |
| met1 | 0.1887 | 1770 | 698 | 0.48 |
| met4 | 0 | 0 | 0 | 0 |
| met5 | 0 | 0 | - | 0 |
| met3 | 0.01240 | 343 | 0 | 0.093 |
## power groups by stage
stage	Sequential (mW)	Clock [mW]	Combinational (mW)
global route	0	0	0.0527
CTS	0	0	0.0470
finish	0	0	0.0458
## worst paths after layout
check	cells past startpoint	slack (ns)	start	to
min	5	16.69	a[18]	sum[18]
max	37	9.83	b[0]	sum[31]
## cells in the final DEF (no fill, tap or decap)
master and count:
fa_1 32, nand2_1 6, buf_4 1, nand2_2 1, nor3_2 1, nor2b_1 1, xor2_1 28, o41ai_2 3
nor3b_1 1, or3_1 2, inv_1 66, nand3b_1 1, nand4b_1 1, o21ai_0 6, mux2i_1 1, or4_1 1
nand4_1 1, clkdlybuf4s50_1 99, nand3_2 2, o41ai_4 2, ha_1 1, nor4_2 1, nor4_1 1, o31ai_1 14
xnor2_1 2, nor4_4 3, o41ai_1 1, nand3_1 1, nand4_2 1, nor2_1 5
Power figures rest on the tool's default switching activity, not on a simulated workload.
